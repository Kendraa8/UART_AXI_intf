--- flow/run.sh ---
#!/bin/bash
# OpenROAD 26Q1-2900-gdf79404cd8, Yosys 0.63+post, stock flow scripts
make -C /OpenROAD-flow-scripts/flow DESIGN_CONFIG=/design/flow/config.mk WORK_HOME=/design/flow/orfs finish
--- flow/config.mk ---
export PLATFORM = sky130hd
export DESIGN_NAME = uar_rs232
export DESIGN_NICKNAME = uar_rs232
export VERILOG_FILES = /design/flow/design.v
export SDC_FILE = /design/flow/constraint.sdc
export NUM_CORES = 4
export LEC_CHECK = 1
export CORE_UTILIZATION = 30
--- flow/constraint.sdc ---
current_design uar_rs232

set clk_period 4.4
set clk_io_pct 0.2

create_clock -name clk0 -period $clk_period [get_ports {Clk}]

set non_clock_inputs [all_inputs -no_clocks]
set_input_delay [expr $clk_period * $clk_io_pct] -clock clk0 $non_clock_inputs
set_output_delay [expr $clk_period * $clk_io_pct] -clock clk0 [all_outputs]
--- flow/design.v ---
`timescale 1ns/1ps
module uar_baudrate_generator(
    Clk                   ,
    Rst_n                 ,
    tick                  ,
    baudRate
    );
input           Clk                 ;  
input           Rst_n               ;  
input [15:0]    baudRate            ;
output          tick                ;
reg [15:0]      baudRateReg         ;
always @(posedge Clk or negedge Rst_n)
    if (!Rst_n) baudRateReg <= 16'b1;
    else if (tick) baudRateReg <= 16'b1;
         else baudRateReg <= baudRateReg + 1'b1;
assign tick = (baudRateReg == baudRate);
endmodule
`timescale 1ns/1ps
module uar_rs232(
    Clk                  ,
    Rst_n                ,
    RxEn                 ,
    RxData               ,
    RxDone               ,
    Rx                   ,
    TxEn                 ,
    TxData               ,
    TxDone               ,
    Tx                   ,
    nBits                ,
    baudRate
    );
input           Clk                 ;  
input           Rst_n               ;  
input           RxEn                ;  
output [ 7: 0]  RxData              ;  
output          RxDone              ;  
input           Rx                  ;  
input           TxEn                ;  
input [ 7: 0]   TxData              ;  
output          TxDone              ;  
output          Tx                  ;  
input [3:0]     nBits               ;
input [15:0]    baudRate            ;
wire            tick                ;  
uar_rs232_rx I_RS232RX(
    .Clk(Clk)             ,
    .Rst_n(Rst_n)         ,
    .RxEn(RxEn)           ,
    .RxData(RxData)       ,
    .RxDone(RxDone)       ,
    .Rx(Rx)               ,
    .tick(tick)           ,
    .nBits(nBits)
    );
uar_rs232_tx I_RS232TX(
    .Clk(Clk)             ,
    .Rst_n(Rst_n)         ,
    .TxEn(TxEn)           ,
    .TxData(TxData)       ,
    .TxDone(TxDone)       ,
    .Tx(Tx)               ,
    .tick(tick)           ,
    .nBits(nBits)
    );
uar_baudrate_generator I_BAUDGEN(
    .Clk(Clk)              ,
    .Rst_n(Rst_n)          ,
    .tick(tick)            ,
    .baudRate(baudRate)
    );
endmodule
`timescale 1ns/1ps
module uar_rs232_rx(
    Clk                  ,
    Rst_n                ,
    RxEn                 ,
    RxData               ,
    RxDone               ,
    Rx                   ,
    tick                 ,
    nBits
    );
input           Clk                 ;  
input           Rst_n               ;  
input           RxEn                ;  
output [ 7: 0]  RxData              ;  
output          RxDone              ;  
input           Rx                  ;  
input           tick                ;  
input [3:0]     nBits               ;
reg   [5:0]     timer               ;  
reg   [3:0]     bits                ;  
reg             waitHalfBitTime     ;
reg             waitFullBitTime     ;
reg             waitNBits           ;
reg             RxDone              ;
reg             captureData         ;  
reg [7:0]       incommingData       ;  
reg             waitDonePosReg      ;
wire            waitDonePos;
wire            waitBitsDone        ; 
wire            waitDone            ;  
wire            rx_sync             ;
reg [4:0]       state               ;  
reg [4:0]       next_state          ;  
parameter  
    IDLE      = 5'h0,
    STARTBIT  = 5'h1,
    DATA      = 5'h2,
    STOP      = 5'h3,
	  WAIT		  = 5'h4;
always@(posedge Clk or negedge Rst_n)
  if (!Rst_n)state <= IDLE;
  else state <= next_state; 
always@(rx_sync or RxEn or waitDone or waitBitsDone or state)
  case(state)
    IDLE:     if (!rx_sync && RxEn) next_state = STARTBIT;
              else next_state = IDLE;
    STARTBIT: if (waitDone) next_state = DATA;
              else next_state = STARTBIT; 
    DATA:     if (waitBitsDone) next_state = STOP;
              else next_state = DATA;
    STOP:     if (waitDone) next_state = IDLE;
              else next_state = STOP;  
  endcase
always@(rx_sync or RxEn or waitDone or state or incommingData)
 begin
  waitHalfBitTime = 1'b0;
  waitFullBitTime = 1'b0;
  waitNBits       = 1'b0;
  RxDone          = 1'b0;
  captureData     = 1'b0;
  case(state)
    IDLE: if (!rx_sync && RxEn) waitHalfBitTime = 1'b1;   
    STARTBIT: if (waitDone) begin
                              waitFullBitTime = 1'b1;
                              waitNBits       = 1'b1;
                            end
    DATA: begin
           if (waitDone) begin
                          waitFullBitTime = 1'b1;
                          captureData     = 1'b1; 
                         end
           else waitFullBitTime = 1'b0; 
          end
    STOP: begin
           if (waitDone)begin
                          waitHalfBitTime = 1'b1;
                          RxDone = rx_sync;
                        end
           else waitHalfBitTime = 1'b0; 
          end
  endcase
 end 
always @(posedge Clk or negedge Rst_n)
    if (!Rst_n)
        timer <= 6'h0;
    else if (waitHalfBitTime)
        timer <= 6'd8;
    else if (waitFullBitTime)
        timer <= 6'd16;
    else if (timer != 0 && tick == 1'b1) 
        timer <= timer - 6'd1;
assign waitDone = (timer == 0);
assign waitDonePos = (~waitDonePosReg & waitDone);
always @(posedge Clk or negedge Rst_n)
    if (!Rst_n) waitDonePosReg <=  1'b0;
    else waitDonePosReg <= waitDone;
always @(posedge Clk or negedge Rst_n)
    if (!Rst_n)
        bits <= 4'h0;
    else if (waitNBits)
        bits <= nBits;
    else if (bits != 0 && waitDonePos == 1'b1) 
        bits <= bits - 4'd1;
assign waitBitsDone = (bits == 0);
always @(posedge Clk or negedge Rst_n)
    if (!Rst_n) incommingData <= 8'h0;
    else if (captureData  == 1'b1) begin
                            incommingData[7] <= rx_sync;
                            incommingData[6:0] <= incommingData[7:1];
                          end
assign RxData = ( (nBits == 4'h6) ? {incommingData[7:2],2'h0} :
                  (nBits == 4'h7) ? {incommingData[7:1], 1'h0} :
                  (nBits == 4'h8) ? incommingData[7:0] : 8'h0 );
uar_synchro i_synchro_rx (
                    .Clk                  (Clk               ),
                    .Rst_n                (Rst_n             ),
                    .AsyncIn              (Rx                ),
                    .SyncOut              (rx_sync           )
                    );
endmodule
`timescale 1ns/1ps
module uar_rs232_tx(
    Clk                  ,
    Rst_n                ,
    TxEn                 ,
    TxData               ,
    TxDone               ,
    Tx                   ,
    tick                 ,
    nBits
    );
input           Clk                 ;  
input           Rst_n               ;  
input           TxEn                ;  
input [7: 0]    TxData              ;  
output          TxDone              ;  
output          Tx                  ;  
input           tick                ;  
input [3:0]     nBits               ;
reg   [5:0]     timer               ;  
reg   [3:0]     bits                ;  
reg             waitFullBitTime     ;
reg             waitNBits           ;
reg             TxDone              ;
reg             waitDonePosReg      ;
wire            waitDonePos;
wire            waitBitsDone        ; 
wire            waitDone            ;  
reg   [4:0]     state               ;  
reg   [4:0]     next_state          ;  
reg             sendData            ;  
reg             loadFrame           ;  
reg   [9:0]     outData             ;  
wire  [9:0]     frame               ;  
parameter  
    IDLE      = 5'h0,
    STARTBIT  = 5'h1,
    DATA      = 5'h2,
    STOP      = 5'h3;
always@(posedge Clk or negedge Rst_n)
  if (!Rst_n)state <= IDLE;
  else state <= next_state; 
always@(TxEn or waitDone or waitBitsDone or state)
  case(state)
    IDLE:     if (TxEn) next_state = STARTBIT;
              else next_state = IDLE;
    STARTBIT: if (waitDone) next_state = DATA;
              else next_state = STARTBIT; 
    DATA:     if (waitBitsDone) next_state = STOP;
              else next_state = DATA;
    STOP:     if (waitDone) next_state = IDLE;
              else next_state = STOP;  
  endcase
always@(TxEn or waitDone or state)
 begin
  waitFullBitTime = 1'b0;
  waitNBits       = 1'b0;
  TxDone          = 1'b0;
  sendData        = 1'b0;
  loadFrame       = 1'b0;
  case(state)
    IDLE: if (TxEn) begin
                    waitFullBitTime = 1'b1;   
                    loadFrame = 1'b1;
                    end
    STARTBIT: if (waitDone) begin
                              waitFullBitTime = 1'b1;
                              waitNBits       = 1'b1;
                              sendData        = 1'b1; 
                            end
    DATA: begin
           if (waitDone) begin
                          waitFullBitTime = 1'b1;
                          sendData     = 1'b1; 
                         end
           else waitFullBitTime = 1'b0; 
          end
    STOP: begin
           if (waitDone) TxDone          = 1'b1;
           else TxDone          = 1'b0;
          end
  endcase
 end 
always @(posedge Clk or negedge Rst_n)
    if (!Rst_n)
        timer <= 6'h0;
    else if (waitFullBitTime)
         timer <= 6'd16;
    else if (timer != 0 && tick == 1'b1) 
         timer <= timer - 6'd1;
assign waitDone = (timer == 0);
assign waitDonePos = (~waitDonePosReg & waitDone);
always @(posedge Clk or negedge Rst_n)
    if (!Rst_n) waitDonePosReg <=  1'b0;
    else waitDonePosReg <= waitDone;
always @(posedge Clk or negedge Rst_n)
    if (!Rst_n)
        bits <= 4'h0;
    else if (waitNBits)
        bits <= nBits;
    else if (bits != 0 && waitDonePos == 1'b1) 
        bits <= bits - 4'd1;
assign waitBitsDone = (bits == 0);
always @(posedge Clk or negedge Rst_n)
    if (!Rst_n) outData <= 10'h3FF;
    else if (loadFrame) outData <= frame;
         else if (sendData  == 1'b1) begin
                            outData[9] <= 1'b1;
                            outData[8:0] <= outData[9:1];
                          end
assign Tx = outData[0];
assign frame = (  (nBits == 4'h6) ? {3'b111, TxData[5:0],1'h0} :
                  (nBits == 4'h7) ? {2'b11, TxData[6:0], 1'h0} :
                  (nBits == 4'h8) ? {1'b1, TxData[7:0], 1'h0} : 10'h3FF );
endmodule
`timescale 1ns/1ps
module uar_synchro (
    Clk                  ,
    Rst_n                ,
    AsyncIn              ,
    SyncOut           
    );
input          Clk                 ;  
input          Rst_n               ;  
input          AsyncIn             ;  
output         SyncOut             ;  
reg            reg1                ;  
reg            reg2                ;  
wire           SyncOut             ;
assign SyncOut = reg2;  
always @(posedge Clk or negedge Rst_n)
    if (!Rst_n) begin
        reg1 <= 1'b1;
        reg2 <= 1'b1;
    end else begin
        reg1 <= AsyncIn;
        reg2 <= reg1;
    end        
endmodule  
==> tab_implementation.tex <==
% Table of physical implementation metrics
\begin{tabular}{lr}
\hline
Metric & Value \\
\hline
\multicolumn{2}{l}{\textbf{Final layout}} \\
\quad Fraction of final layout cells sized beyond drive strength 1 & 9.16\% \\
\quad Area overhead of the layout relative to synthesis & 25.1\% \\
\quad Fillers & 1098 \\
\multicolumn{2}{l}{\textbf{Timing}} \\
\quad Achievable clock frequency & 259 MHz \\
\quad Final worst path period share & 87.6\% \\
\quad Endpoints left unconstrained & 8 \\
\quad Count of endpoints failing setup in the final report & 0 \\
\quad Setup\_tns & 0 ns \\
\quad Post-layout min period & 3.85 ns \\
\quad Count of endpoints failing hold in the final timing report & 0 \\
\quad Setup ws final & 0.545 ns \\
\quad Skew final & 0.00339 ns \\
\quad Final count of pins violating max slew & 0 \\
\quad Max-Slew Margin vs Limit & 51.4\% \\
\quad Worst Max-Slew Pin Slew & 0.727 ns \\
\quad Count of unclocked register or latch pins & 4 \\
\quad Unrepaired setup endpoints after global routing & no \\
\multicolumn{2}{l}{\textbf{Clocking}} \\
\quad Clk latency late pin & 0.32 ns \\
\quad Root buffer selected by CTS & sky130\_fd\_sc\_hd\_\_clkbuf\_16 \\
\quad CTS clock-pin slew for the worst setup and hold paths & 0.05 ns \\
\quad Quantity of hold-fixing buffers added after cts & 0 \\
\quad CTS tree & yes \\
\quad Setup Fix Bufs, Post-CTS & 0 \\
\quad Level count of the clock H-tree & 3 \\
\quad Clk buf depth & 2 \\
\quad Post-cts sizing count & 0 \\
\quad Number of clock buffers inserted by TritonCTS & 9 \\
\multicolumn{2}{l}{\textbf{Global routing}} \\
\quad Global-route wire length before repair & 11900 um \\
\quad Met2 Resource Use GR & 20.1\% \\
\quad Number of antenna violations at the first check in global routing & 0 \\
\quad Vias in the first global route & 2617 \\
\quad Global-route met3 utilization & 2.96\% \\
\quad Grt ovf & 0 \\
\quad Global routing's busiest layer & met2 \\
\quad Global routing usage on met1 & 18.4\% \\
\quad All-layer global routing usage & 12.6\% \\
\quad Largest net degree at the start of global routing & 33 \\
\multicolumn{2}{l}{\textbf{Route}} \\
\quad Ant. Diodes & 0 \\
\quad Via count & 2720 \\
\quad Starting DRT DRC Count & 149 \\
\quad DRT antenna net count & 0 \\
\quad Number of detailed-route iterations in the first pass & 4 \\
\quad Aggregate routed wire length & 6820 um \\
\quad Number of vias per cell & 4.87 \\
\quad Number of DRC violations after detailed routing & 0 \\
\quad Routed len/inst & 12.2 um \\
\multicolumn{2}{l}{\textbf{Floorplan}} \\
\quad Cell row count & 39 \\
\quad Chip Width & 110 um \\
\quad Total Die Area & 0.0121 mm2 \\
\quad Number of primary I/O pins & 44 \\
\quad CORE AREA & 0.0114 mm2 \\
\quad Vertical die dimension & 110 um \\
\quad Fraction of the core area occupied by cells at floorplan & 30.7\% \\
\multicolumn{2}{l}{\textbf{Run}} \\
\quad Maximum capacitance violations & 0 \\
\quad Tool warning count & 35 \\
\multicolumn{2}{l}{\textbf{Power and ir drop}} \\
\quad Sw Share & 21.5\% \\
\quad Pwr Density & 331 mW/mm2 \\
\quad Power Internal & 1.14 mW \\
\quad Leakage dissipation & 1.90 nW \\
\quad Net switching component of the power & 312 uW \\
\quad Clock network power share & 50.0\% \\
\quad Logic gate share of total power & 7.6\% \\
\quad Flop pwr share & 42.4\% \\
\quad VDD IR max & 163 uV \\
\multicolumn{2}{l}{\textbf{Setup path}} \\
\quad Worst Setup Start Kind & input pin \\
\quad Crit Path Class & input pin to output port \\
\quad Crit path DRT & 3.52 ns \\
\quad Arrival time at the worst endpoint & 2.97 ns \\
\quad Worst-path maximum fanout & 13 \\
\quad Endpoint class of the critical path & output port \\
\multicolumn{2}{l}{\textbf{Synth}} \\
\quad Top cell type by total area after synthesis & sky130\_fd\_sc\_hd\_\_dfrtp\_1 \\
\quad Top area cells in the synthesized netlist & sky130\_fd\_sc\_hd\_\_dfrtp\_1 35\%, sky130\_fd\_sc\_hd\_\_dfstp\_2 9.0\%, sky130\_fd\_sc\_hd\_\_ha\_1 6.1\% \\
\quad Area of the synthesized netlist per yosys stat & 0.00350 mm2 \\
\quad Top-count cell post-synth & sky130\_fd\_sc\_hd\_\_dfrtp\_1 \\
\quad Async SR Flop Fraction & 93.8\% \\
\quad Proportion of netlist area held by the largest area contributor & 35.1\% \\
\quad Number of register bits inferred by synthesis & 65 \\
\quad Syn Inst Count & 365 \\
\quad Cell area after synthesis & 0.00350 mm2 \\
\quad Number of distinct library cells after synthesis & 55 \\
\quad Yosys cell count & 365 \\
\quad Dominant register cell & sky130\_fd\_sc\_hd\_\_dfrtp\_1 \\
\quad Post-Syn Area per Cell & 9.58 um2 \\
\quad Post-synth EDFFs & 0 \\
\quad Tally of yosys warning messages & 4 \\
\quad Commonest cells post-synth & 49 x sky130\_fd\_sc\_hd\_\_dfrtp\_1, 36 x sky130\_fd\_sc\_hd\_\_nand2\_1, 32 x sky130\_fd\_sc\_hd\_\_nor2\_1 \\
\multicolumn{2}{l}{\textbf{Placement}} \\
\quad Placer's final routability congestion estimate & 0.828 \\
\quad Worst-case setup slack after placement & 0.545 ns \\
\quad Port bufs & 43 \\
\quad DP Wirelength & 4860 um \\
\multicolumn{2}{l}{\textbf{Outcome}} \\
\quad Status & finished clean \\
\multicolumn{2}{l}{\textbf{Hold path}} \\
\quad Worst min path class & flop to flop \\
\hline
\end{tabular}
==> per-stage QoR <==
step	hold WS [ns]	instances	power, mW	cell area [um2]	util, %
after floorplan	0.345	365	0.674	3500	-
after global placement	0.346	542	0.732	4070	35.8
after detailed placement	0.349	542	0.735	4070	35.8
after CTS	0.357	558	1.47	4370	38.5
after global routing	0.357	558	1.51	4370	38.5
final	0.355	558	1.45	4370	38.5
==> worst paths after layout <==
kind                                        startpoint                          end  slack [ns]  cells past startpoint
max                                           nBits[2]                    RxData[7]        0.55                      5
min                        I_RS232RX.i_synchro_rx.reg1  I_RS232RX.i_synchro_rx.reg2        0.36                      0
max reg2reg                         I_RS232RX.timer[0]   I_RS232RX.incommingData[1]        2.07                      7
min reg2reg                I_RS232RX.i_synchro_rx.reg1  I_RS232RX.i_synchro_rx.reg2        0.36                      0
max in group asynchronous                        Rst_n  I_RS232RX.i_synchro_rx.reg2        2.90                      2
min in group asynchronous                        Rst_n           I_RS232TX.state[0]        0.61                      1
==> area by class of cell <==
class | count | area [um2] | share of cell area (%)
inverter | 20 | 76.3 | 1.75
multi-input combinational | 268 | 1760 | 40.3
tap | 143 | 179 | 4.09
sequential | 65 | 1600 | 36.6
clock inverter | 5 | 75.1 | 1.72
clock buffer | 11 | 233 | 5.32
timing repair buffer | 46 | 448 | 10.2
==> cells in the final DEF, fill, tap and decap left out, drive strengths merged, types with 3 or more instances in the layout <==
cell type	Yosys	final
dfrtp	49	49
clkdlybuf4s50	0	42
nand2	37	37
nor2	32	32
xor2	24	24
inv	18	18
ha	17	17
a21oi	16	16
o21ai	16	16
nor3	14	14
nand3	14	14
dfstp	12	12
clkbuf	7	11
nor2b	10	10
a31oi	10	10
mux2	9	9
xnor2	8	8
nor4	8	8
and3	5	5
nand4	5	5
clkinv	2	5
dlxtn	4	4
a22oi	4	4
buf	5	4
nand2b	3	3
and2	3	3
o211ai	3	3
or3b	3	3
==> cells by family (layout without fill, tap and decap cells) <==
logic type	count (synthesis)	count (layout)	synth area share [%]
and+or+nand+nor	148	148	22.3
DFF	61	61	44.1
AOI/OAI and AO/OA	60	60	10.5
xor gates and xnor gates	32	32	8.02
buffers and inverters	32	82	3.83
adders and majority gates	17	17	6.08
muxes	11	11	3.47
latches	4	4	1.72
==> routing by layer <==
layer	vias to the layer above	routed length, um
met2	62	3010
met5	-	0
li1	1364	-
met1	1284	3320
met4	0	98
met3	10	390
==> power groups by stage <==
stage	clock network [mW]	logic, mW	registers (mW)
final	0.724	0.110	0.615
after global routing	0.768	0.126	0.617
after CTS	0.741	0.112	0.615
==> worst max-delay path, cell delays in order <==
cell	delay [ns]
sky130_fd_sc_hd__clkdlybuf4s50_1	0.50
sky130_fd_sc_hd__nor4b_1	0.60
sky130_fd_sc_hd__nor2_1	0.34
sky130_fd_sc_hd__nor2b_1	0.18
sky130_fd_sc_hd__clkdlybuf4s50_1	0.47
==> registers in the layout, summed over array words and instances, names as in the netlist, 2 cells and up <==
name and count:
I_RS232RX.incommingData 8, I_RS232TX.bits 4, I_RS232TX.next_state 2, I_RS232RX.bits 4, I_BAUDGEN.baudRateReg 16, I_RS232RX.timer 6
I_RS232TX.outData 9, I_RS232TX.state 2, I_RS232TX.timer 6, I_RS232RX.state 2, I_RS232RX.next_state 2
Power is estimated from default activity; no workload was simulated.
