## /design/flow/design.v

```verilog
`timescale 1ns/1ps
module fifo
   #(
    parameter B=8,  
              W=4   
   )
   (
    input wire clk, reset_n,
    input wire rd, wr,
    input wire [B-1:0] w_data,
    output wire empty, full,
    output wire [B-1:0] r_data,
    output wire [W:0] status_fifo
   );
   reg [B-1:0] array_reg [2**W-1:0];   
   reg [W-1:0] w_ptr_reg, w_ptr_next, w_ptr_succ;
   reg [W-1:0] r_ptr_reg, r_ptr_next, r_ptr_succ;
   reg full_reg, empty_reg, full_next, empty_next;
   wire wr_en;
   always @(posedge clk)
      if (wr_en)
         array_reg[w_ptr_reg] <= w_data;
   assign r_data = array_reg[r_ptr_reg];
   assign wr_en = wr & ~full_reg;
   always @(posedge clk, negedge reset_n)
      if (!reset_n)
         begin
            w_ptr_reg <= 0;
            r_ptr_reg <= 0;
            full_reg <= 1'b0;
            empty_reg <= 1'b1;
         end
      else
         begin
            w_ptr_reg <= w_ptr_next;
            r_ptr_reg <= r_ptr_next;
            full_reg <= full_next;
            empty_reg <= empty_next;
         end
   always @*
   begin
      w_ptr_succ = w_ptr_reg + 1;
      r_ptr_succ = r_ptr_reg + 1;
      w_ptr_next = w_ptr_reg;
      r_ptr_next = r_ptr_reg;
      full_next = full_reg;
      empty_next = empty_reg;
      case ({wr, rd})
         2'b01:  
            if (~empty_reg)  
               begin
                  r_ptr_next = r_ptr_succ;
                  full_next = 1'b0;
                  if (r_ptr_succ==w_ptr_reg)
                     empty_next = 1'b1;
               end
         2'b10:  
            if (~full_reg)  
               begin
                  w_ptr_next = w_ptr_succ;
                  empty_next = 1'b0;
                  if (w_ptr_succ==r_ptr_reg)
                     full_next = 1'b1;
               end
         2'b11:  
            begin
               w_ptr_next = w_ptr_succ;
               r_ptr_next = r_ptr_succ;
            end
      endcase
   end
   assign full = full_reg;
   assign empty = empty_reg;
   assign status_fifo = ((w_ptr_reg == r_ptr_reg) && full ? 2**W :
                         w_ptr_reg >= r_ptr_reg ? w_ptr_reg - r_ptr_reg : (2**W - (r_ptr_reg - w_ptr_reg)));
endmodule
```

## /design/flow/run.sh

```bash
#!/bin/bash
# OpenROAD 26Q1-2900-gdf79404cd8, Yosys 0.63+post, stock flow scripts
make -C /OpenROAD-flow-scripts/flow DESIGN_CONFIG=/design/flow/config.mk WORK_HOME=/design/flow/orfs finish
```

## /design/flow/constraint.sdc

```tcl
current_design fifo

set clk_period 5.5
set clk_io_pct 0.2

create_clock -name clk0 -period $clk_period [get_ports {clk}]

set non_clock_inputs [all_inputs -no_clocks]
set_input_delay [expr $clk_period * $clk_io_pct] -clock clk0 $non_clock_inputs
set_output_delay [expr $clk_period * $clk_io_pct] -clock clk0 [all_outputs]
```

## /design/flow/config.mk

```make
export PLATFORM = sky130hd
export DESIGN_NAME = fifo
export DESIGN_NICKNAME = fifo
export VERILOG_FILES = /design/flow/design.v
export SDC_FILE = /design/flow/constraint.sdc
export NUM_CORES = 4
export LEC_CHECK = 1
export CORE_UTILIZATION = 30
```

==> run_summary.xml <==
<?xml version="1.0" encoding="UTF-8"?>
<metrics>
  <group name="outcome">
    <metric name="status" unit="">finished, final reports clean</metric>
  </group>
  <group name="placed_design">
    <metric name="place.port_buffers" unit="">26</metric>
    <metric name="placed_cells_incl_taps" unit="">556</metric>
    <metric name="globalplace.congestion" unit="">0.790</metric>
    <metric name="dp_hpwl" unit="um">7130</metric>
  </group>
  <group name="floorplanning">
    <metric name="fp_util" unit="%">30.6</metric>
    <metric name="die_area" unit="sq mm">0.0197</metric>
    <metric name="die_width" unit="um">140</metric>
    <metric name="core" unit="sq mm">0.0188</metric>
    <metric name="rows" unit="">50</metric>
    <metric name="pin_count" unit="">27</metric>
    <metric name="die_y" unit="um">140</metric>
  </group>
  <group name="global_routing">
    <metric name="grt_start_max_net_pins" unit="">23</metric>
    <metric name="number_of_antenna_violations_at_the_first_check_in_global_routing" unit="">0</metric>
    <metric name="wire_length_of_the_first_global_routing_pass" unit="um">17800</metric>
    <metric name="via_count_of_the_first_global_routing_pass" unit="">3198</metric>
    <metric name="overflow" unit="">0</metric>
    <metric name="grtUsageTotal" unit="%">12.9</metric>
  </group>
  <group name="clock_network">
    <metric name="clk_transition_reported_paths" unit="ps">60</metric>
    <metric name="root_buffer" unit="">sky130_fd_sc_hd__clkbuf_16</metric>
    <metric name="tritoncts.num_buffers" unit="">17</metric>
    <metric name="post_cts.repair.setup_buffers" unit="">0</metric>
    <metric name="clock.latency.late_pin" unit="ps">400</metric>
    <metric name="cts_resized" unit="">0</metric>
    <metric name="max-clock-path-buffers" unit="">2</metric>
    <metric name="cts_hold_buffers" unit="">0</metric>
    <metric name="tritoncts" unit="">done</metric>
    <metric name="cts.sinks" unit="">138</metric>
    <metric name="cts_htree_levels" unit="">4</metric>
  </group>
  <group name="synthesis">
    <metric name="postSynth.asyncResetShare" unit="%">7.25</metric>
    <metric name="flip_flops_with_a_built_in_enable" unit="">128</metric>
    <metric name="ys_cells" unit="">298</metric>
    <metric name="prevailing_post_synth_register_cell" unit="">sky130_fd_sc_hd__edfxtp_1</metric>
    <metric name="avgSynthCellArea" unit="sq um">19.3</metric>
    <metric name="yosys_warnings" unit="">1</metric>
    <metric name="netlist_instances" unit="">298</metric>
    <metric name="synth.cells.most_frequent" unit="">128 x sky130_fd_sc_hd__edfxtp_1, 25 x sky130_fd_sc_hd__mux4_2, 14 x sky130_fd_sc_hd__inv_1</metric>
    <metric name="synth.yosys.chip_area" unit="sq mm">0.00575</metric>
    <metric name="unique_cell_types" unit="">37</metric>
    <metric name="yosysTopAreaCell" unit="">sky130_fd_sc_hd__edfxtp_1</metric>
    <metric name="ys_seq_elements" unit="">138</metric>
    <metric name="most_common_cell" unit="">sky130_fd_sc_hd__edfxtp_1</metric>
    <metric name="top_cell_area_share" unit="%">66.9</metric>
    <metric name="portion_of_the_post_synthesis_area_used_by_sequential_elements" unit="%">71.3</metric>
    <metric name="synth.top_cells.by_area" unit="">sky130_fd_sc_hd__edfxtp_1 67%, sky130_fd_sc_hd__mux4_2 9.8%, sky130_fd_sc_hd__dfrtp_1 3.9%</metric>
    <metric name="synthesis.area" unit="sq mm">0.00575</metric>
  </group>
  <group name="sta">
    <metric name="fmax" unit="MHz">244</metric>
    <metric name="fin_crit_sh" unit="%">74.6</metric>
    <metric name="worst-slew-pin-transition" unit="ps">874</metric>
    <metric name="finalHoldViolCount" unit="">0</metric>
    <metric name="finalSetupTns" unit="ps">0</metric>
    <metric name="report.final.setup_viol" unit="">0</metric>
    <metric name="final_hold_slack" unit="ps">521</metric>
    <metric name="timing.slew.headroom" unit="%">41.5</metric>
    <metric name="layout_min_cycle_time" unit="ps">4100</metric>
    <metric name="final-max-slew-violation-count" unit="">0</metric>
    <metric name="finClkSkew" unit="ps">6.57</metric>
    <metric name="grt_setup_unrepaired" unit="">false</metric>
  </group>
  <group name="pwr">
    <metric name="part_of_the_power_in_combinational_logic" unit="%">33.0</metric>
    <metric name="power_switching_share" unit="%">29.3</metric>
    <metric name="power.static_leakage" unit="nW">2.29</metric>
    <metric name="vdd_drop_max" unit="uV">234</metric>
    <metric name="seq_power_share" unit="%">37.9</metric>
    <metric name="clkPwrFrac" unit="%">29.1</metric>
    <metric name="power.density_cell_area" unit="mW/mm^2">546</metric>
    <metric name="p_sw" unit="mW">1.10</metric>
    <metric name="power_report.internal_total" unit="mW">2.65</metric>
  </group>
  <group name="cells_and_area">
    <metric name="drive_above_1_share" unit="%">19.8</metric>
    <metric name="max_ffs_per_register" unit="">128</metric>
    <metric name="syn2layout_area_growth" unit="%">19.5</metric>
    <metric name="finalNonFillerCells" unit="">588</metric>
  </group>
  <group name="drt">
    <metric name="drt_pass1_iterations" unit="">4</metric>
    <metric name="routed_wirelength" unit="um">11200</metric>
    <metric name="drcViolationCount" unit="">0</metric>
    <metric name="vias_per_cell" unit="">4.85</metric>
    <metric name="detailedRoute.firstIterationViolations" unit="">221</metric>
    <metric name="vias" unit="">2852</metric>
    <metric name="antennaDiodeCount" unit="">0</metric>
    <metric name="wl_per_cell" unit="um">19.1</metric>
    <metric name="drt.antenna.violating_nets" unit="">0</metric>
  </group>
  <group name="worst_hold_path">
    <metric name="hold_class" unit="">flop to flop</metric>
  </group>
  <group name="run">
    <metric name="warnings" unit="">28</metric>
    <metric name="cap_viol_max_count" unit="">0</metric>
  </group>
  <group name="critical_path">
    <metric name="worst-endpoint-arrival" unit="ps">3000</metric>
    <metric name="worstSetupEndpointType" unit="">output pin</metric>
    <metric name="crit_required" unit="ps">4400</metric>
    <metric name="cp_max_fo" unit="">22</metric>
    <metric name="timing.critical_path.from_type" unit="">flop</metric>
    <metric name="setup.worst_path.class" unit="">flop to output pin</metric>
  </group>
</metrics>
## area by class of cell
type / count / area, sq um
Clock buffer: 18 / 429
Clock inverter: 14 / 145
Fill cell: 1703 / 11900
Inverter: 14 / 52.6
Multi-Input combinational cell: 134 / 1520
Sequential cell: 138 / 4100
Tap cell: 234 / 293
Timing Repair Buffer: 36 / 335
## power by group through the flow
stage	logic [mW]	registers, mW	clock network, mW
after CTS	1.26	1.43	1.11
after global routing	1.37	1.44	1.16
final	1.24	1.42	1.09
## cells in the final DEF, fill, tap and decap left out, types with 2 or more instances in the layout
cell / Yosys / layout
sky130_fd_sc_hd__dfrtp_1: 9 / 8
sky130_fd_sc_hd__clkinv_2: 0 / 3
sky130_fd_sc_hd__xor2_1: 5 / 5
sky130_fd_sc_hd__o21ai_0: 4 / 4
sky130_fd_sc_hd__clkdlybuf4s50_1: 0 / 26
sky130_fd_sc_hd__inv_1: 14 / 14
sky130_fd_sc_hd__mux4_1: 7 / 7
sky130_fd_sc_hd__ha_1: 9 / 9
sky130_fd_sc_hd__mux4_2: 25 / 25
sky130_fd_sc_hd__a21oi_1: 2 / 2
sky130_fd_sc_hd__nor3b_1: 2 / 2
sky130_fd_sc_hd__and2_1: 6 / 6
sky130_fd_sc_hd__edfxtp_1: 128 / 128
sky130_fd_sc_hd__a221o_1: 8 / 8
sky130_fd_sc_hd__buf_4: 0 / 10
sky130_fd_sc_hd__o21a_1: 2 / 2
sky130_fd_sc_hd__o41ai_1: 2 / 2
sky130_fd_sc_hd__mux2_2: 2 / 2
sky130_fd_sc_hd__bufinv_16: 0 / 2
sky130_fd_sc_hd__clkbuf_16: 0 / 17
sky130_fd_sc_hd__nor3_1: 10 / 10
sky130_fd_sc_hd__clkinvlp_4: 0 / 3
sky130_fd_sc_hd__a22o_1: 8 / 8
sky130_fd_sc_hd__and3_1: 3 / 3
sky130_fd_sc_hd__inv_6: 0 / 4
sky130_fd_sc_hd__nand2_1: 4 / 4
sky130_fd_sc_hd__nor2_1: 10 / 10
sky130_fd_sc_hd__nand3_1: 2 / 2
sky130_fd_sc_hd__nor2b_1: 5 / 5
sky130_fd_sc_hd__xnor2_1: 10 / 10
## per-stage QoR
step	setup slack, ps	total power [mW]	cell area [sq um]	utilization [%]
after floorplan	2520	2.22	5750	-
after global placement	1800	2.69	6290	33.5
after detailed placement	1780	2.69	6290	33.5
after CTS	1320	3.79	6870	36.6
after global routing	1130	3.98	6870	36.6
final	1400	3.75	6870	36.6
## kinds of logic after synthesis
| kind of cell | synth area share (%) |
|---|---|
| DFF | 71.3 |
| and+or+nand+nor | 4.27 |
| muxes | 13.4 |
| AOI/OAI and AO/OA | 4.12 |
| buffers and inverters | 2.35 |
| xor gates and xnor gates | 2.29 |
| adders and majority gates | 2.31 |
## routing by layer
metal  vias to the layer above  part of all wire (%)  track usage (%)
met5                         -                     0                0
met4                         0                  0.60             1.21
met3                         5                    10             7.38
met2                       118                    48             20.4
met1                      1437                    41             16.6
li1                       1292                     -                -
## path summary, 6_finish.rpt
check / from / cells past startpoint / slack, ps / end
min: empty_reg / 2 / 520 / empty_reg
max: r_ptr_reg[1] / 7 / 1400 / status_fifo[4]
min in group asynchronous: reset_n / 1 / 1030 / w_ptr_reg[0]
max reg2reg: r_ptr_reg[1] / 5 / 3140 / empty_reg
max in group asynchronous: reset_n / 1 / 4110 / r_ptr_reg[1]
min reg2reg: empty_reg / 2 / 520 / empty_reg
## worst max-delay path: stages, from the launching register on
cell and delay (ps):
sky130_fd_sc_hd__dfrtp_2 830, sky130_fd_sc_hd__inv_1 180, sky130_fd_sc_hd__ha_1 320, sky130_fd_sc_hd__and4_1 230, sky130_fd_sc_hd__nor3_1 180, sky130_fd_sc_hd__a21oi_1 90
sky130_fd_sc_hd__o41ai_1 240, sky130_fd_sc_hd__clkdlybuf4s50_1 520
No activity file was given, so power comes from the tool's default toggle rates.
